==> ./design.v <==
module motor_controle (
    input  logic clk,              
    input  logic sensor,           
    output logic led_red,led_green,
    output logic pino_buzzer,      
    output logic pino_in1,
    output logic pino_in2,
    output logic pino_in3,
    output logic pino_in4,
    output logic seg_a,
    output logic seg_b,
    output logic seg_c,
    output logic seg_d,
    output logic seg_e,
    output logic seg_f,
    output logic seg_g
);
    localparam CLK_FREQ_HZ = 25_000_000;
    localparam TEMPO_MOTOR = 10;
    localparam integer VELOCIDADE_HZ = 1000;
    localparam integer CONTAGEM_VELOCIDADE = CLK_FREQ_HZ / VELOCIDADE_HZ;
    localparam DEBOUNCE_MS  = 20;
    localparam DEBOUNCE_MAX = (CLK_FREQ_HZ / 1000) * DEBOUNCE_MS;
    localparam DEBOUNCE_BITS = $clog2(DEBOUNCE_MAX);
    localparam TOM_FREQ_HZ = 2000;  
    localparam TOM_MEIO_PERIODO = CLK_FREQ_HZ / (TOM_FREQ_HZ * 2);
    localparam PULSO_FREQ_HZ = 1;  
    localparam PULSO_MEIO_PERIODO = CLK_FREQ_HZ / (PULSO_FREQ_HZ * 2);
    typedef enum logic [1:0] { IDLE, CONTANDO, MOTOR_ON } state_t;
    state_t state = IDLE, next_state = IDLE;
    logic [2:0] cont_objetos = 0;
    logic [31:0] tempo_motor = 0;
    logic [$clog2(CONTAGEM_VELOCIDADE)-1:0] passo_cnt = 0;
    logic [2:0] passo_idx = 0;
    logic [DEBOUNCE_BITS-1:0] debounce_cnt = 0;
    logic sensor_filtrado = 0;
    logic sensor_antigo_filtrado = 0;
    logic pulso_limpo;
    logic [$clog2(TOM_MEIO_PERIODO)-1:0] tom_cnt = 0;
    logic tom_onda = 0;
    logic [$clog2(PULSO_MEIO_PERIODO)-1:0] pulso_cnt = 0;
    logic pulso_onda = 0;
    always_ff @(posedge clk) begin
        if (sensor != sensor_filtrado) begin
            debounce_cnt <= 0;
        end 
        else if (debounce_cnt < DEBOUNCE_MAX) begin
            debounce_cnt <= debounce_cnt + 1;
        end
        if (debounce_cnt == DEBOUNCE_MAX) begin
            sensor_filtrado <= sensor;
        end
        sensor_antigo_filtrado <= sensor_filtrado;
    end
    assign pulso_limpo = sensor_filtrado & ~sensor_antigo_filtrado;
    logic [3:0] passos [0:7];
    initial begin
        passos[0] = 4'b1000;
        passos[1] = 4'b1100;
        passos[2] = 4'b0100;
        passos[3] = 4'b0110;
        passos[4] = 4'b0010;
        passos[5] = 4'b0011;
        passos[6] = 4'b0001;
        passos[7] = 4'b1001;
    end
    always_ff @(posedge clk) begin
        if (tom_cnt == TOM_MEIO_PERIODO - 1) begin
            tom_cnt <= 0;
            tom_onda <= ~tom_onda;
        end else begin
            tom_cnt <= tom_cnt + 1;
        end
    end
    always_ff @(posedge clk) begin
        if (pulso_cnt == PULSO_MEIO_PERIODO - 1) begin
            pulso_cnt <= 0;
            pulso_onda <= ~pulso_onda;
        end else begin
            pulso_cnt <= pulso_cnt + 1;
        end
    end
    always_ff @(posedge clk) begin
        state <= next_state;
        if (state != MOTOR_ON && pulso_limpo) begin
            if (cont_objetos < 5)
                cont_objetos <= cont_objetos + 1;
        end
        if (state == MOTOR_ON)
            tempo_motor <= tempo_motor + 1;
        else
            tempo_motor <= 0;
        if (state == MOTOR_ON) begin
            if (passo_cnt == CONTAGEM_VELOCIDADE - 1) begin 
                passo_cnt <= 0;
                passo_idx <= passo_idx + 1;
            end else
                passo_cnt <= passo_cnt + 1;
        end else begin
            passo_idx <= 0;
            passo_cnt <= 0;
        end
        if (state == MOTOR_ON && next_state == IDLE)
            cont_objetos <= 0;
    end
    always_comb begin
        next_state = state;
        case (state)
            IDLE: begin
                if (cont_objetos > 0)
                    next_state = CONTANDO;
            end
            CONTANDO: begin
                if (cont_objetos == 5)
                    next_state = MOTOR_ON;
            end
            MOTOR_ON: begin
                if (tempo_motor >= (TEMPO_MOTOR * CLK_FREQ_HZ))
                    next_state = IDLE;
            end
        endcase
    end
    assign led_red   = (state == MOTOR_ON);
    assign led_green = ~(state == MOTOR_ON);
    assign pino_buzzer = tom_onda & pulso_onda & (state == MOTOR_ON);
    logic [3:0] padrao_motor;
    assign padrao_motor = (state == MOTOR_ON) ? passos[passo_idx] : 4'b0000;
    assign pino_in1 = padrao_motor[3];
    assign pino_in2 = padrao_motor[2];
    assign pino_in3 = padrao_motor[1];
    assign pino_in4 = padrao_motor[0];
    logic [6:0] seg_vetor;
    always_comb begin
        case (cont_objetos)
            0: seg_vetor = 7'b1000000;  
            1: seg_vetor = 7'b1111001;  
            2: seg_vetor = 7'b0100100;  
            3: seg_vetor = 7'b0110000;  
            4: seg_vetor = 7'b0011001;  
            5: seg_vetor = 7'b0010010;  
            default: seg_vetor = 7'b1111111;  
        endcase
    end
    assign seg_a = seg_vetor[0];
    assign seg_b = seg_vetor[1];
    assign seg_c = seg_vetor[2];
    assign seg_d = seg_vetor[3];
    assign seg_e = seg_vetor[4];
    assign seg_f = seg_vetor[5];
    assign seg_g = seg_vetor[6];
endmodule
==> ./run.sh <==
#!/bin/bash
# OpenROAD 26Q1-2900-gdf79404cd8, Yosys 0.63+post, stock flow scripts
make -C /OpenROAD-flow-scripts/flow DESIGN_CONFIG=/design/flow/config.mk WORK_HOME=/design/flow/orfs finish
==> ./config.mk <==
export PLATFORM = sky130hd
export DESIGN_NAME = motor_controle
export DESIGN_NICKNAME = motor_controle
export VERILOG_FILES = /design/flow/design.v
export SDC_FILE = /design/flow/constraint.sdc
export NUM_CORES = 4
export LEC_CHECK = 1
export CORE_UTILIZATION = 50
==> ./constraint.sdc <==
current_design motor_controle

set clk_period 4.4
set clk_io_pct 0.2

create_clock -name clk0 -period $clk_period [get_ports {clk}]

set non_clock_inputs [all_inputs -no_clocks]
set_input_delay [expr $clk_period * $clk_io_pct] -clock clk0 $non_clock_inputs
set_output_delay [expr $clk_period * $clk_io_pct] -clock clk0 [all_outputs]
==> flow_metrics.py <==
# Metrics from the implementation run
metrics = {
    "outcome": {
        "status": "finished clean",
    },
    "place": {
        "dpl.hpwl_mm": 6.82,
        "place_congestion": 0.838,
        "io_buffer_count": 15,
    },
    "route": {
        "wire_per_inst_um": 13.2,
        "drt-initial-drc-count": 252,
        "antenna_left": 0,
        "dr.pass1.iters": 5,
        "drc": 0,
        "drt_wl_total_mm": 10.4,
        "vias": 4411,
        "antenna-diode-count": 0,
        "viasPerCell": 5.57,
    },
    "timing": {
        "fin_crit_sh_pct": 66.2,
        "max_freq_ghz": 0.343,
        "maxSlewViolCount": 0,
        "fin_setup_tns_ps": 0,
        "tightest_slew_ps": 700,
        "finalSetupViolations": 0,
        "slew-limit-headroom_pct": 52.9,
        "rsz0062_at_grt": "false",
        "clock_skew_ps": 6.25,
        "period_minus_slack_ps": 2910,
        "hold_ws_ps": 444,
        "hold_viol": 0,
    },
    "clocking": {
        "cts_tree": "done",
        "clock_tree.root_cell": "clkbuf_8",
        "cts.reportedPaths.clkPinSlew_ps": 50,
        "cts_max_level": 4,
        "clk_path_buf_depth": 2,
        "postCtsResizedCells": 0,
        "insertion_delay_ps": 510,
        "cts_sinks": 115,
        "hold_buffers": 0,
        "cts_setup_buffers": 0,
        "cts_made_buffers": 17,
    },
    "synthesis": {
        "synthCells": 631,
        "synth_warnings": 1,
        "synth_cell_types": 55,
        "top_cell_area_share_pct": 40.7,
        "ff_type": "dfxtp_1",
        "ys_chip_area_um2": 5510,
        "ys_cells": 631,
        "synth_seq_share_pct": 42.3,
        "top_cells_by_area": "dfxtp_1, xor2_1, ha_1, xnor2_1, nand3_1",
        "avgSynthCellArea_um2": 8.74,
        "top_area_cell": "dfxtp_1",
        "numSynthFlops": 115,
        "synth-edff-count": 3,
        "synthTopCellsByCount": "dfxtp_1, nor2_1, nand3_1, nand2_1, a21oi_1",
        "most_common_cell": "dfxtp_1",
        "synth_area_um2": 5510,
        "async_reset_ff_share_pct": 0,
    },
    "final_layout": {
        "layout-drive-gt1-share_pct": 6.40,
        "logic_area_um2": 2990,
        "areaGrowthSynthToFinish_pct": 14.0,
        "final_core_util_pct": 59.8,
        "regArea_um2": 2330,
        "fillers": 875,
    },
    "die": {
        "fp_util_pct": 52.5,
        "io_pins": 16,
        "core_area_um2": 10500,
        "row_count": 37,
        "die_w_um": 107,
        "dieArea_um2": 11500,
        "die_y_um": 107,
    },
    "grt": {
        "grt-ovfl-total": 0,
        "grt_pass1_wl_mm": 17.8,
        "groute.usage.overall_pct": 19.6,
        "grt_max_degree": 40,
        "antenna_found_initial": 0,
        "grt_pass1_vias": 3820,
    },
    "critical_path": {
        "startpoint": "cont_objetos[1]$_SDFFE_PP0P_",
        "reg2reg_from": "tempo_motor[12]$_SDFF_PN0_",
        "crit_type": "flip-flop to primary output",
        "cp.arrival_ps": 2030,
        "worstPathRequired_ps": 3520,
        "critPathLaunchType": "flip-flop",
        "setup.worst_path.end_class": "primary output",
        "crit_fanout": 8,
    },
    "min_path": {
        "hp-start": "passo_cnt[0]$_SDFF_PP0_",
        "hp-class": "flip-flop to flip-flop",
    },
    "flow_run": {
        "warning_count": 36,
        "cap_viol_max_count": 0,
    },
    "power_and_ir_drop": {
        "p_per_area_nw_per_um2": 356,
        "power.leakage_nw": 2.25,
        "ir_drop_mv": 0.285,
    },
}
## area by class of cell
cell class	instances	share of cell area (%)
flip-flops and latches	115	37.1
clock buffers	24	7.64
clock inverters	6	0.478
well taps	136	2.71
multi-input cells	466	47.6
repair buffers	20	2.98
inverters	25	1.49
## flip-flops by register name, indices dropped and copies added, names as in the netlist
register                count
passo_idx                   3
cont_objetos                3
tom_onda                    1
passo_cnt                  15
state                       2
pulso_onda                  1
sensor_antigo_filtrado      1
debounce_cnt               19
tom_cnt                    13
tempo_motor                32
pulso_cnt                  24
sensor_filtrado             1
## cell usage in the layout (no fill, tap or decap), types with 18 or more instances in the layout
master / instances
o21ai_0: 27
xnor2_1: 25
nand4_1: 28
inv_1: 25
xor2_1: 26
a21oi_1: 35
nand3_1: 43
dfxtp_1: 112
nor2_1: 57
ha_1: 18
nand2_1: 40
## cells by family (layout without fill, tap and decap cells)
family,after synthesis,in the layout,synth area share [%]
AND-OR/OR-AND,101,101,11.3
XOR/XNOR,51,51,8.10
adder cells (fa/ha/maj),18,18,4.08
buffers and inverters,50,75,3.52
flip-flops,115,115,42.3
multiplexers,8,8,1.45
AND/OR/NAND/NOR,288,288,29.2
## where the power goes
part           leakage, nW  switching, mW  internal (mW)
registers            0.936        0.00291           1.05
logic                 1.06        0.00924        0.00737
clock network        0.260          0.433          0.737
total                 2.25          0.445           1.79
## per-stage QoR
stage / worst slack, ps / total power [mW] / area, µm² / std cells
2_1_floorplan: 2410 / 1.08 / 5510 / 631
3_3_place_gp: 2040 / 1.09 / 5780 / 762
3_5_place_dp: 2010 / 1.09 / 5780 / 762
4_1_cts: 1450 / 2.27 / 6290 / 792
5_1_grt: 1280 / 2.32 / 6290 / 792
6_report: 1490 / 2.24 / 6290 / 792
## path summary, 6_finish.rpt
| check | slack (ps) | cells after the start | endpoint |
|---|---|---|---|
| setup / recovery | 1490 | 5 | seg_a |
| hold / removal | 440 | 1 | passo_cnt[0]$_SDFF_PP0_ |
| setup reg to reg | 2020 | 4 | tempo_motor[31]$_SDFF_PN0_ |
| hold reg to reg | 440 | 1 | passo_cnt[0]$_SDFF_PP0_ |
## layer usage
metal  up-vias  wire [µm]  global-route usage, %  part of all wire [%]
met1      2003       5530                   31.7                    53
met4         0        109                   2.25                   1.0
met2        68       4370                   28.3                    42
met3         9        413                   4.34                   4.0
li1       2331          -                      -                     -
met5         -          0                      0                     0
## critical path, stage by stage, from the launching register on
cell             delay [ps]
dfxtp_1                 470
inv_1                   130
ha_1                    230
a21oi_1                 190
nand2_1                 100
clkdlybuf4s50_1         410
Power figures rest on the tool's default switching activity, not on a simulated workload.
